**/design/flow/constraint.sdc**
```tcl
current_design ReLU_Qint8

set clk_period 1.0
set clk_io_pct 0.2

create_clock -name clk0 -period $clk_period

set non_clock_inputs [all_inputs -no_clocks]
set_input_delay [expr $clk_period * $clk_io_pct] -clock clk0 $non_clock_inputs
set_output_delay [expr $clk_period * $clk_io_pct] -clock clk0 [all_outputs]
```
**/design/flow/run.sh**
```bash
#!/bin/bash
# OpenROAD 26Q1-2900-gdf79404cd8, Yosys 0.63+post, stock flow scripts
make -C /OpenROAD-flow-scripts/flow DESIGN_CONFIG=/design/flow/config.mk WORK_HOME=/design/flow/orfs finish
```
**/design/flow/design.v**
```verilog
module ReLU_Qint8 (
	input relu_en,
	input [32 - 1 : 0]relu_in,
	output [32 - 1 : 0]relu_out
);
wire MSB_inverse;
assign MSB_inverse = ~relu_in[32 - 1];
assign relu_out = (relu_en) ? relu_in & {32{MSB_inverse}} : relu_in;
endmodule
```
**/design/flow/config.mk**
```make
export PLATFORM = sky130hd
export DESIGN_NAME = ReLU_Qint8
export DESIGN_NICKNAME = ReLU_Qint8
export VERILOG_FILES = /design/flow/design.v
export SDC_FILE = /design/flow/constraint.sdc
export NUM_CORES = 4
export LEC_CHECK = 1
export CORE_AREA = 10 10 70 70
export DIE_AREA = 0 0 80 80
```
==> qor.yml <==
placed_design:
  portBuffers: 65
  gp_congestion: 0.8202
sta:
  setup_viol: 0
  grt_setup_unrepaired: "true"
  fmax_ghz: 1.046
  tightest_slew_ns: 0.1382
  final.setup.tns_ns: 0
  hold_ws_ns: 0.7200
  fin_crit_sh_pct: 95.59
  max_slew_margin_pct: 90.78
  min_period_ns: 0.9559
  maxSlewViolCount: 0
  hold_violations: 0
logic_synthesis:
  synthDistinctLibCells: 5
  yosys_cells: 38
  synth-warning-count: 0
  synth_seq_share_pct: 0
  avgSynthCellArea_sq_um: 7.836
  syn_inst: 38
  ys_area_sq_um: 297.8
  netlist_area_sq_um: 297.8
detailed_routing:
  wl_mm: 2.254
  dr.pass1.iters: 2
  drtAntennaViolNets: 0
  wl_per_cell_um: 15.03
  post-route-drc-count: 0
  via_count: 554
  viasPerCell: 3.693
  drtIter0Drc: 11
  diodes: 0
cells_and_area:
  syn_to_final_growth_pct: 216.8
  ff_count: 0
  drive_gt1_share_pct: 68.27
  layout_top_cell: "buf_2"
  final_cell_mix: "buf_2, dlygate4sd2_1, a21boi_2"
  nClkBuffers: 0
  ff_latch_area_sq_um: 0
run:
  cap_violations: 0
  warning_count: 33
power:
  peakVddDrop_mv: 0.07210
  power_density_nw_per_um2: 348.2
  leakagePower_nw: 0.4712
  finalPower_mw: 0.3285
floorplan:
  die_area_sq_um: 6400
  io_pins: 65
  fp_util_pct: 8.718
  dieHeight_um: 80
  core_area_sq_um: 3416
  num_rows: 21
  die_w_um: 80
hold_path:
  holdCritPathClass: "input port to output port"
grt:
  antenna_found_initial: 0
  grt_use_total_pct: 6.188
  grt_max_degree: 21
  grt_overflow: 0
  grt_pass1_vias: 539
  grt_pass1_wl_mm: 3.222
worst_setup_path:
  crit_required_ns: 0.80
  crit_path_end_kind: "output port"
  arrival_ns: 0.76
  critPathSlowestCell: "buf_6"
  slowest_delay_ns: 0.12
  path_max_fanout: 5
  crit_path_start_kind: "input port"
  cp_common_cell: "buf_6"
  worst-setup-path-type: "input port to output port"
  crit_path_cell_trace: "buf_8 -> buf_6 -> buf_6 -> a21boi_2 -> buf_2"
clock_tree:
  hold_buffers: 0
status:
  status: "finished, final reports clean"
[final timing paths]
| check | cells past startpoint | slack [ns] | startpoint | end |
|---|---|---|---|---|
| max | 5 | 0.04 | relu_en | relu_out[12] |
| min | 3 | 0.72 | relu_in[31] | relu_out[29] |
[cell families after synthesis]
logic type | count (synthesis) | synth area share, %
and+or+nand+nor | 1 | 2.942
buffers and inverters | 6 | 15.12
AOI/OAI and AO/OA | 31 | 81.93
[synthesized netlist by cell type, drive strengths merged]
library cell / number / area, sq um
a21boi: 31 / 244.0
buf: 6 / 45.04
and2b: 1 / 8.760
[per-stage QoR]
stage / setup WS (ns) / utilization, % / area [sq um] / instances
finish: 0.04415 / 27.62 / 943.4 / 150
global route: -0.0006515 / 27.62 / 943.4 / 150
CTS: 0.01927 / 27.66 / 944.7 / 150
detailed placement: -0.7434 / 29.38 / 1003 / 147
global placement: -0.7363 / 29.38 / 1003 / 147
floorplan: 0.3595 / - / 297.8 / 38
[final cells by class]
cell class / count / area (sq um)
Fill cell: 373 / 2472
Timing Repair Buffer: 72 / 535.5
Multi-Input combinational cell: 32 / 350.3
Tap cell: 46 / 57.56
[power by group]
part	total, mW	switching (mW)	leakage (nW)	internal (mW)
Combinational	0.329	0.114	0.471	0.214
Clock	0	0	0	0
Sequential	0	0	0	0
Total	0.329	0.114	0.471	0.214
[what timing repair did]
item | CTS | global route
buffers inserted | 1 | 0
resized | 172 | 2
pin swaps | 0 | 3
gates cloned | 2 | 0
endpoints found under the setup margin | 32 | 5
endpoints found under the hold margin | 0 | 0
[worst max-delay path: cells and delay by family]
kind,cells,cell delay [ns]
AOI/OAI and AO/OA,1,0.12
buffers and inverters,4,0.44
[routing by layer]
metal / up-vias / global-route usage (%) / part of all wire (%) / wire length (um)
li1: 272 / - / - / -
met1: 254 / 6.922 / 37 / 832
met4: 0 / 0.7042 / 1.2 / 27
met3: 2 / 0.9091 / 6.2 / 140
met2: 26 / 12.12 / 56 / 1254
met5: - / 0 / 0 / 0
Power is estimated from default activity; no workload was simulated.
