==> ./design.v <==
module Comparator_Qint8 (
	input clk,
	input rst,
	input maxpool_en,
  input maxpool_init,
	input [8-1:0] maxpool_in,
	output[8-1:0] maxpool_out
);
	reg [8 - 1:0] buffer;
	reg [1:0] comparator_cnt;
reg [3:0] one_hot_state;
always @(posedge clk or posedge rst) begin
	if(rst)begin
		one_hot_state <= 4'b0;
	end
	else begin
		one_hot_state [0] <= maxpool_init;
		one_hot_state [1] <= one_hot_state [0];
		one_hot_state [2] <= one_hot_state [1];
		one_hot_state [3] <= one_hot_state [2];
	end
end
always @(posedge clk or posedge rst) begin
	if(rst)begin
		buffer <= 8'b0;
	end
	else if(one_hot_state[3])begin
		buffer <= 8'b0;
	end
	else begin
		buffer <= (maxpool_in > buffer) ? maxpool_in : buffer;
	end
end
assign maxpool_out = (one_hot_state != 4'b0 && maxpool_en)? buffer : maxpool_in;
endmodule
==> ./run.sh <==
#!/bin/bash
# OpenROAD 26Q1-2900-gdf79404cd8, Yosys 0.63+post, stock flow scripts
make -C /OpenROAD-flow-scripts/flow DESIGN_CONFIG=/design/flow/config.mk WORK_HOME=/design/flow/orfs finish
==> ./config.mk <==
export PLATFORM = sky130hd
export DESIGN_NAME = Comparator_Qint8
export DESIGN_NICKNAME = Comparator_Qint8
export VERILOG_FILES = /design/flow/design.v
export SDC_FILE = /design/flow/constraint.sdc
export NUM_CORES = 4
export LEC_CHECK = 1
export CORE_AREA = 10 10 90 90
export DIE_AREA = 0 0 100 100
==> ./constraint.sdc <==
current_design Comparator_Qint8

set clk_period 3.7
set clk_io_pct 0.2

create_clock -name clk0 -period $clk_period [get_ports {clk}]

set non_clock_inputs [all_inputs -no_clocks]
set_input_delay [expr $clk_period * $clk_io_pct] -clock clk0 $non_clock_inputs
set_output_delay [expr $clk_period * $clk_io_pct] -clock clk0 [all_outputs]
==> run notes <==
Implementation results

The report counts max-capacitance violations totalling 0. The number of global-route vias before repair is 895. The standard-cell row count is 29. After filler insertion, the fill cell instance count of the layout stands at 680.

The initial antenna violation count is 0. Per the timing report, the biggest fanout along the worst path comes to 15. The die extent in x is around 100 um. The total cells reported by yosys after synthesis is between 90 and 100. The number of instances in the synthesized netlist is 96. The overall fraction of global-route tracks in use is 5.47%. In the setup report, the worst path falls into the class register to primary output. The count of non-filler cells in the finished layout is between 150 and 200. The required time reported for the critical path endpoint is slightly below 3 ns. For this run, asynchronously set or reset flops after synthesis account for about 100%. The tree built by TritonCTS fans out to 12 sinks.

Using the TritonRoute via totals, the vias-per-cell ratio works out to approximately 4.5. Counting endpoints that fail hold in the final report gives 0. The worst setup skew after layout is about 0.0034 ns. The initial standard-cell utilization of the core is ~15%.

The first global-routing pass estimated 4.46 mm of wire. In this run, synthesis produced a sequential element count of 12. The wire length recorded after detailed routing is around 2.6 mm.

The final timing report counts setup violations totalling 0. Compared with the post-synthesis result, the final layout area differs by 34.3%. After clock tree synthesis, the clock-pin slew on the worst setup and hold paths is around 0.05 ns. The critical path launch point type is a register.

The routability-driven placement congestion ratio is between 0.8 and 0.9. STA classifies the critical path endpoint as a primary output. OpenROAD emitted warnings numbering 25. The fraction of final layout cells sized beyond drive strength 1 is approximately a tenth. Setup repair after global routing left no endpoint under its margin.

The count of port buffers added during placement is 19. The number of flops mapped to enable cells by yosys is 0. Buffers inserted to repair hold after CTS numbered 0. The TritonCTS clock tree is done. According to the timing report, the arrival time at the worst endpoint equals approximately 2.5 ns. The antenna diode count is 0. Looking at the clock tree report, the H-tree level count equals 1. In this run the critical register-to-register path is launched from buffer[5]$_DFFE_PP0P_. The combined flip-flop and latch cell area is approximately 300 um^2. The placed wire-length estimate is approximately 2.0 mm. The post-synthesis cell type count is 24. The part of the cycle the worst path needs is just under 90%.

The root buffer cell is clkbuf_8. The total design power is approximately 0.57 mW. The number of cells on the worst reg-to-reg path is 6. The power density normalized to cell area is between 400 and 500 mW/mm^2.

The number of post-CTS setup repair buffers is 0. The run finished with clean final reports. Per the timing report, the most critical flop-to-flop path finishes at buffer[0]$_DFFE_PP0P_. The primary flip-flop cell chosen by synthesis mapping is dfrtp_1. The report lists the number of cells resized after CTS as 0. The yosys-reported design area after synthesis is a little over 900 um^2. The first detailed-routing pass took 4 iterations. The synthesis warning total is 1.

The start point of the critical path is one_hot_state[3]$_DFF_PP0_. The worst reg-to-reg setup slack is about 1.7 ns. After floorplanning, the die was sized to cover 0.0100 mm^2. The y dimension of the die is approximately 100 um. Buffers inserted during clock tree synthesis total 3. The leading cell type in the layout, fill and taps excluded is clkdlybuf4s50_1. The achievable frequency is approximately 310 MHz. According to the timing report, the critical path is captured at maxpool_out[0]. Summed over all failing endpoints, the final setup total negative slack is 0 ns.

In this run the VDD rail shows a maximum IR drop of around 0.27 mV. Per the detail_route report, DRC violations left total 0. The worst pin sits at a relative slew slack of approximately half. The worst-skew pair later-pin latency is around 0.24 ns. For reference, the post-synthesis area per instance comes to 9.72 um^2.

The final routed wire length divided by cell count is roughly 13 um. After global routing the overflow that remains totals 0. The core region area is ~0.0063 mm^2. The routed via count is ~870.

For this block, the initial DRC count from the detailed router was ~60. The top cell types in the final layout, fill and taps aside, are 19 x clkdlybuf4s50_1, 12 x dfrtp_1. The layout report lists the multi-input gate area as 578 um^2. Max-slew check failures listed in the final report amount to 0. The post-route minimum period is roughly 3.2 ns. Once detail routing completed, the nets flagged for antenna violations numbered 0.

The count of pins on the block boundary is 20. The maximum buffer depth of the clock tree is 2. The largest net degree at the start of global routing is 16. The number of placed instances, taps included is 189. The area of the mapped netlist is around 930 um^2. The measured slew at the worst slew-check pin is between 0.7 and 0.8 ns. The leakage power in the latest report is around 0.48 nW. Checking hold timing, the worst path is listed with class register to register. The sequential fraction of the synthesis area is approximately a third.
-- Yosys cell counts (2+ instances only) --
cell type / n / area (um^2)
a221o_1: 8 / 80.1
buf_2: 2 / 10.0
nand4_1: 9 / 56.3
dfrtp_1: 12 / 300
o211ai_1: 8 / 60.1
o21ai_0: 7 / 35.0
inv_1: 9 / 33.8
nor3_2: 2 / 20.0
a21oi_1: 9 / 45.0
ha_1: 8 / 100
nand2_1: 9 / 33.8
-- report_power, final --
group          leakage, nW  switching, mW  total (mW)  internal, mW
sequential           0.152         0.0231       0.179         0.155
combinational        0.299          0.137       0.246         0.109
clock               0.0288         0.0486       0.143        0.0940
total                0.480          0.209       0.567         0.358
-- cells by family after synthesis --
logic type               after synthesis  synth area share (%)
buffers and inverters                 12                  5.90
AND-OR/OR-AND                         41                  35.4
flip-flops                            12                  32.2
adder cells (fa/ha/maj)                8                  10.7
multiplexers                           1                  1.21
AND/OR/NAND/NOR                       22                  14.6
-- registers in the layout, indices dropped and copies added (netlist names) --
| signal | cells |
|---|---|
| buffer | 8 |
| one_hot_state | 4 |
-- cell type report --
type	instances	area share, %
Timing Repair Buffer	19	15.2
Clock buffer	4	4.39
Inverter	9	2.69
Sequential cell	12	24.0
Multi-Input combinational cell	72	46.1
Tap cell	77	7.68
-- worst min-delay path by stage --
stage	slack (ns)	cells after the start	to	start
5_1_grt	0.45	0	one_hot_state[2]$_DFF_PP0_	one_hot_state[1]$_DFF_PP0_
6_report	0.43	0	one_hot_state[2]$_DFF_PP0_	one_hot_state[1]$_DFF_PP0_
4_1_cts	0.43	0	one_hot_state[2]$_DFF_PP0_	one_hot_state[1]$_DFF_PP0_
-- critical path, stage by stage (launching register included) --
cell and delay [ns]:
dfrtp_1 0.58, o41ai_4 0.84, mux2_2 0.41, clkdlybuf4s50_1 0.41
-- metrics by stage --
stage	area (um^2)	util, %	hold slack (ns)	worst slack, ns
CTS	1250	20.0	0.434	0.441
finish	1250	20.0	0.430	0.484
global route	1250	20.0	0.452	0.323
detailed placement	1200	19.1	0.425	0.712
floorplan	933	-	0.408	1.61
global placement	1200	19.1	0.426	0.712
-- per-layer routing --
metal	wire length, um	up-vias	GRT usage (%)	share of wire [%]
met2	1360	15	9.21	52
met4	0	0	0.109	0
met1	1060	435	6.91	41
met3	173	0	2.08	6.7
met5	0	-	0	0
li1	-	419	-	-
Power and IR drop assume default switching activity.
