**run.sh**
```bash
#!/bin/bash
# OpenROAD 26Q1-2900-gdf79404cd8, Yosys 0.63+post, stock flow scripts
make -C /OpenROAD-flow-scripts/flow DESIGN_CONFIG=/design/flow/config.mk WORK_HOME=/design/flow/orfs finish
```
**config.mk**
```make
export PLATFORM = sky130hd
export DESIGN_NAME = GON_MulticastController
export DESIGN_NICKNAME = GON_MulticastController
export VERILOG_FILES = /design/flow/design.v
export SDC_FILE = /design/flow/constraint.sdc
export NUM_CORES = 4
export LEC_CHECK = 1
export CORE_AREA = 10 10 70 70
export DIE_AREA = 0 0 80 80
```
**constraint.sdc**
```tcl
current_design GON_MulticastController

set clk_period 1.3
set clk_io_pct 0.2

create_clock -name clk0 -period $clk_period [get_ports {clk}]

set non_clock_inputs [all_inputs -no_clocks]
set_input_delay [expr $clk_period * $clk_io_pct] -clock clk0 $non_clock_inputs
set_output_delay [expr $clk_period * $clk_io_pct] -clock clk0 [all_outputs]
```
**design.v**
```verilog
module GON_MulticastController #(
    parameter ID_SIZE = 5
)(
    input clk,
    input rst,
    input set_id,
    input [ID_SIZE - 1:0] id_in,
    output logic [ID_SIZE - 1:0] id,
    input [ID_SIZE - 1:0] tag,
    input valid_in,
    output logic valid_out,
    input ready_in,
    output logic ready_out
);
always @(posedge clk or posedge rst) begin
	if(rst)begin
		id <= {ID_SIZE{1'b0}};
	end
	else if (set_id)begin
		id <= id_in;
	end
	else begin
		id <= id;
	end
end
always_comb begin
    if(tag == id)begin
        valid_out = valid_in;
        ready_out = ready_in;
    end
    else begin
        valid_out = 1'b0;
        ready_out = 1'b0;
    end
end
endmodule
```
==> CHANGELOG.md <==
### Physical design

* Worst-path clk slew at 0.04 ns
* Syn Area/Cell at 11.92 um^2
* PortBufs at 21
* Static leakage at 0.2853 nW
* CTS sink cnt at 5
* Cts bufs inserted at 3
* Seq. cell area at 125.1 um^2
* Die height at 80 um
* Minimum clock period at 1.378 ns
* Final hold violation count at 0
* FILL cells at 372
* Final hold slack at 0.2200 ns
* Slowest stage delay, CP at 0.39 ns
* Finished Layout Cells at 101
* Final WL at 924 um
* Clock skew at 0 ns
* Share of layout cells above drive strength 1 at 38.18%
* Post-synthesis cell count at 21
* Total Routing Usage GR at 2.601%
* Skew-Pair Late Insertion Delay at 0.24 ns
* Tot Pwr at 528.5 uW
* Crit-path max FO at 2
* Rel. slew slack at 84.05%
* Max Transition Viols Final at 0
* Seq pwr share at 35.1%
* Yosys warning tally at 1
* Root buf cell: clkbuf_4
* Synth async-reset ratio at 100.0%
* Synth cell count leaders: dfrtp_1, mux2_2, xnor2_1, nand2_1, nor2_1
* Tool warnings at 27
* Peak VDD IR at 0.0001743 V
* Vias per cell at 2.901
* Sw Share at 21.76%
* Crit share post-route at 106.0%
* Worst Setup Start Kind: register
* Layout area overhead at 149.5%
* Drt pass-1 iters at 2
* Clock buffer depth at 2
* Htree depth at 1
* Synth top area cells: dfrtp_1, mux2_2, xnor2_1
* Failing checks: negative setup slack
* Vias in the first global route at 308
* Post-synth EDFFs at 0
* Worst-Margin Slew at 0.2385 ns
* Overflow after GRT at 0
* Worst Setup End Kind: output pin
* Chip footprint at 6400 um^2
* Synth top area share at 50.00%
* Sw power at 115.0 uW
* Dpl hpwl at 744.9 um
* Comb pwr share at 31.8%
* Largest net degree at the start of global routing at 6
* Power Density at 846.4 nW/um^2
* Leading area contributor after synthesis: dfrtp_1
* Number of I/O pins at 22
* Rows at 21
* CTS tree: yes
* Final Cell Area at 624.3 um^2
* Unrepaired setup endpoints after global routing: yes
* Number of diodes at 0
* Combinational gate area at 128.9 um^2
* Dpl cells at 93
* Ys cells at 21
* Placer's final routability congestion estimate at 0.7929
* Initial Util at 7.326%
* Netlist cell types at 7
* Max Cap Violations at 0
* Antenna violations before repair at 0
* Dominant Register Cell: dfrtp_1
* CP Data Arrival Time at 1.12 ns
* Vias at 293
* First-pass GRT wire length at 1366 um
* Yosys chip area at 250.2 um^2
* Hold buffers post-CTS at 0
* Core ar. at 3416 um^2
* Setup CP Type: reg -> out
* WL/cell at 9.149 um
* Mapped Area at 250.2 um^2
* Top Registers: id: 5 flops
* Starting DRT DRC Count at 4
* Largest reg by FF count: id
* Cell Chain, Critical Path: xnor2_1, nand4_1, nor2_1, buf_2
* F_max at 725.5 MHz
* Final core utilization at 18.28%
* CP required at 1.04 ns
* Outcome: finished, violations left
* Setup ws final at -0.07839 ns
* Register bit total from synthesis at 5
* Clock power frac at 33.1%
* Die X at 80 um
* DRC at 0
* Synth Seq Share at 50.00%
* Internal power at 413.5 uW
* Slowest stage cell, crit path: dfrtp_1
* Number of flip-flops in the largest register at 5
* Final setup violation count at 3
* Placement-stage cell area at 555.5 um^2
* Routed Antenna Nets at 0
* Min-delay worst type: in -> async
final cells by class:
cell class	instances	share of cell area (%)
clock buffers	4	4.208
repair buffers	30	45.29
inverters	1	0.6012
well taps	46	9.218
multi-input cells	15	20.64
flip-flops and latches	5	20.04
per-layer routing:
layer	share of wire, %	wire (um)	GRT usage, %	vias to the layer above
met1	47	431	3.150	124
li1	-	-	-	138
met2	30	280	3.451	26
met5	0	0	0	-
met4	5.1	47	1.408	0
met3	18	163	1.591	5
placed cells by master (no fill, tap or decap):
master	instances
dlygate4sd2_1	6
buf_4	3
mux2_2	5
clkbuf_2	1
nor2_1	2
buf_2	2
xnor2_2	1
xnor2_1	4
clkbuf_1	1
nand4_1	1
nand2_1	2
dfrtp_1	5
clkdlybuf4s15_1	1
inv_1	1
clkbuf_4	3
buf_6	6
clkdlybuf4s50_1	9
dlymetal6s2s_1	2
critical path: cells and delay by family (launching register included):
kind / cells / cell delay [ns]
xor+xnor: 1 / 0.14
simple gates: 2 / 0.24
flops: 1 / 0.39
buf+inv: 1 / 0.10
stage by stage:
step | setup TNS [ns] | setup slack (ns)
CTS | -0.3676 | -0.1362
global route | -0.5417 | -0.2250
finish | -0.1884 | -0.07839
floorplan | 0 | 0.3472
global placement | -1.310 | -0.5163
detailed placement | -1.336 | -0.5234
repair_timing:
item	CTS	global route
pin swaps	9	2
setup buffers	2	2
setup endpoints to repair	7	5
resized	19	7
worst paths after layout:
kind	to	start	depth (start not counted)	slack, ns
max	valid_out	id[2]$_DFFE_PP0P_	4	-0.08
min	id[0]$_DFFE_PP0P_	rst	2	0.22
max reg2reg	id[3]$_DFFE_PP0P_	id[3]$_DFFE_PP0P_	3	0.28
min reg2reg	id[1]$_DFFE_PP0P_	id[1]$_DFFE_PP0P_	2	0.63
max in group asynchronous	id[4]$_DFFE_PP0P_	rst	2	0.91
min in group clk0	id[3]$_DFFE_PP0P_	id_in[3]	2	0.63
cell families after synthesis:
group | count (synthesis) | share of synthesized area [%]
simple gates | 5 | 8.504
flops | 5 | 50.00
buf+inv | 1 | 1.499
xor+xnor | 5 | 17.50
mux | 5 | 22.50
power groups by stage:
stage | clock, mW | combinational [mW] | sequential, mW
after CTS | 0.181 | 0.155 | 0.184
after global routing | 0.198 | 0.184 | 0.188
final | 0.175 | 0.168 | 0.186
No activity file was given, so power comes from the tool's default toggle rates.
