## flow/config.mk

```make
export PLATFORM = sky130hd
export DESIGN_NAME = GIN_MulticastController
export DESIGN_NICKNAME = GIN_MulticastController
export VERILOG_FILES = /design/flow/design.v
export SDC_FILE = /design/flow/constraint.sdc
export NUM_CORES = 4
export LEC_CHECK = 1
export CORE_AREA = 10 10 70 70
export DIE_AREA = 0 0 80 80
```

## flow/constraint.sdc

```tcl
current_design GIN_MulticastController

set clk_period 1.7
set clk_io_pct 0.2

create_clock -name clk0 -period $clk_period [get_ports {clk}]

set non_clock_inputs [all_inputs -no_clocks]
set_input_delay [expr $clk_period * $clk_io_pct] -clock clk0 $non_clock_inputs
set_output_delay [expr $clk_period * $clk_io_pct] -clock clk0 [all_outputs]
```

## flow/design.v

```verilog
module GIN_MulticastController #(
  parameter ID_SIZE = 5
  )(
  input clk,
  input rst,
  input set_id,
  input [ID_SIZE - 1:0] id_in,
  output reg [ID_SIZE - 1:0] id,
  input [ID_SIZE - 1:0] tag,
  input ready_in,
  output logic valid_out,
  input valid_in,
  output logic ready_out
);
always @(posedge clk or posedge rst) begin
	if(rst)begin
		id <= {ID_SIZE{1'b0}};
	end
	else if (set_id)begin
		id <= id_in;
	end
	else begin
		id <= id;
	end
end
always_comb begin
  if(tag == id)begin
    valid_out = valid_in;
    ready_out = ready_in;
  end
  else begin
    valid_out = 1'b0;
    ready_out = 1'b0;
  end
end
endmodule
```

## flow/run.sh

```bash
#!/bin/bash
# OpenROAD 26Q1-2900-gdf79404cd8, Yosys 0.63+post, stock flow scripts
make -C /OpenROAD-flow-scripts/flow DESIGN_CONFIG=/design/flow/config.mk WORK_HOME=/design/flow/orfs finish
```

==> notes.md <==
The flow run is done. The run finished with clean final reports. Met2 usage landed at 2.327%. Final cycle utilization of the critical path landed at 93.10%. The tool warning count for the run is 25. Final number of max-transition violations landed at 0. No sink is reached through more buffers than the 2 on the longest clock path.

The power report puts the net switching power at 0.00007973 W. The OpenROAD report gives the critical path a required time of 1.36 ns. The script logs the mean routed wire length per placed instance as 8.840 um. The path class of the tightest hold or removal check is in -> async. TritonCTS built the clock tree.

IR analysis of the VDD net gives a maximum drop of 0.09480 mV. In this run the most used layer during global routing was met1. The CTS report gives the tree buffer count as 3. The wire length recorded after detailed routing is 831 um. Per STA, the startpoint of the critical path is id[0]$_DFFE_PP0P_. Net switching fraction of the power landed at 21.30%.

Largest net degree at the start of global routing landed at 6. Number of inserted diodes landed at 0. Post-synthesis sequential area ratio landed at 50.00%. The largest single stage delay on the critical path is 0.39 ns. Leftover overflow at the end of global routing landed at 0. Number of cells in Yosys stat landed at 21.

Static power due to leakage landed at 0.2323 nW. Counting distinct cell types in the post-synthesis netlist gives 7. Listed in order, past its start point the critical path passes xnor2_1 > nand4_1 > buf_4 > nor2_2 > clkbuf_2. Per the timing report, the most critical flop-to-flop path originates at id[4]$_DFFE_PP0P_.

For this design, the slowest cell found on the critical path is dfrtp_1. Core box area landed at 3416 sq um. CTS built an H-tree with a depth of 1. Placer's final routability congestion estimate landed at 0.8083. Number of standard-cell rows in the floorplan landed at 21. Count of TritonRoute iterations in the first routing pass landed at 3. The worst setup path is launched from a flop. Starting density of the core landed at 7.326%.

Headroom to the max-slew limit came out at 84.99%. Per the run summary, max-cap violations total 0. Via count of the first global-routing pass landed at 256.

Synthesized cell area landed at 250.2 sq um. Later-pin clock latency in the skew report landed at 0.24 ns. The root buffer cell chosen for the clock tree is clkbuf_4. The report shows a maximum critical-path fanout of 3. The worst setup path is of the reg -> out kind. Using the TritonRoute via totals, the vias-per-cell ratio works out to 2.660.

Met3 layer usage reported by global route landed at 0.9091%. Global routing used 2.227% of the available tracks. Chip area line of the yosys report landed at 250.2 sq um.

Total power of the final layout landed at 0.0003744 W. The routed layout reports a DRC error count of 0. Starting DRC count in detailed routing landed at 2. The largest registers in the layout are id: 5 flops. Arrival time of data at the critical path endpoint landed at 1.24 ns. The chip occupies 6400 sq um. In this run the mean area of a mapped cell was 11.92 sq um. In this run the count of I/O pins placed on the die edge is 22. Share of power burned in the clock network landed at 35.4%. Total vias in the final route landed at 250. The final timing report lists clock skew as 0 ns. Number of antenna violations at the first check in global routing landed at 0. Maximum clock frequency landed at 0.6319 GHz. During placement, the flow inserted port buffers numbering 21. More flip-flops sit in one register than any other, and that register is id.

Internal power landed at 0.0002947 W. Clock slew at the register clock pins of the worst setup and hold paths landed at 0.04 ns. Synthesized netlist cell count landed at 21.

Final cell area excluding filler cells landed at 560.5 sq um. The flow reports that sequential cells draw 38.2% of the design power. STA classifies the critical path endpoint as an output port. Wire length of the first global-routing pass landed at 1173 um. Share of post-route cells with drive strength above 1 landed at 27.08%. Floorplan die width landed at 80 um. Total of endpoints with negative setup slack in the final report landed at 0. Dividing total power by cell area gives a power density of 667.9 nW/um^2. Height of the chip landed at 80 um. Once detail routing completed, the nets flagged for antenna violations numbered 0. STA reports a reg2reg setup slack of 0.90 ns. Clock sink count landed at 5. The flow reports that combinational logic draws 26.4% of the design power. Placement-stage cell area landed at 518.0 sq um. Clock period minus worst slack landed at 1.583 ns. Between the synthesized netlist and the finished layout, the area growth was recorded as 124.0%. The register with the most flip-flops in the layout has 5 of them. Number of storage elements in the synthesis netlist landed at 5. For reference, the final report shows the hold violation count at 0. The synthesis report lists the Yosys warning total as 1. Slew of the pin with the lowest slew margin landed at 0.2244 ns. On met1, the global router reports a usage of 3.342%. Setup repair after global routing left no endpoint under its margin.
==> placed cells by master (no fill, tap or decap), drive strengths merged <==
cell	Yosys	routed
nand2	2	2
buf	0	2
dlygate4sd2	0	5
nand4	1	1
dfrtp	5	5
clkbuf	0	5
dlymetal6s2s	0	1
inv	1	1
xnor2	5	5
mux2	5	5
clkdlybuf4s50	0	14
nor2	2	2
==> worst max-delay path, delay by kind of cell, from the launching register on <==
kind	cells	cell delay, ns
XOR/XNOR	1	0.17
buffers and inverters	2	0.24
flip-flops	1	0.39
AND/OR/NAND/NOR	2	0.20
==> cells in the mapped netlist <==
cell     count  area (sq um)
dfrtp_1      5         125.1
inv_1        1         3.750
mux2_2       5         56.30
nand2_1      2         7.510
nand4_1      1         6.260
nor2_1       2         7.510
xnor2_1      5         43.79
==> kinds of logic (layout without fill, tap and decap cells) <==
| group | after synthesis | count (layout) | share of synthesized area (%) |
|---|---|---|---|
| xor+xnor | 5 | 5 | 17.50 |
| mux | 5 | 5 | 22.50 |
| flops | 5 | 5 | 50.00 |
| simple gates | 5 | 5 | 8.504 |
| buf+inv | 1 | 28 | 1.499 |
==> power groups by stage <==
stage	Clock, W	Sequential (W)	Combinational, W
after global routing	0.000154	0.000145	0.000108
final	0.000133	0.000143	0.0000989
after CTS	0.000141	0.000143	0.0000939
==> per-layer routing <==
layer,part of all wire [%],up-vias
met5,0,-
met4,4.8,0
met3,18,4
met2,27,25
met1,50,99
li1,-,122
==> cell type report <==
class / instances / area (sq um)
Fill cell: 382 / 2855
Clock buffer: 4 / 26.28
Multi-Input combinational cell: 15 / 131.4
Timing Repair Buffer: 23 / 216.5
Tap cell: 46 / 57.56
Inverter: 1 / 3.754
Sequential cell: 5 / 125.1
==> timing repair <==
action | in CTS | in global routing
pin swaps | 6 | 3
hold buffers | 0 | 0
setup endpoints to repair | 2 | 2
resized | 6 | 5
hold endpoints to repair | 0 | 0
setup buffers | 1 | 1
==> through the flow <==
step                      hold WS [ns]  TNS, ns  instances  util, %  setup slack (ns)
after floorplan                 0.1185        0         21        -            0.6672
after global placement          0.5468  -0.5581         88    15.16           -0.2807
after detailed placement        0.5451  -0.5664         88    15.16           -0.2894
after CTS                       0.3026        0         93    15.93          0.004804
after global routing            0.3176        0         94    16.41          0.004753
final                           0.3090        0         94    16.41            0.1174
==> path summary, 6_finish.rpt <==
kind	end	cells after the start
min	id[0]$_DFFE_PP0P_	2
max reg2reg	id[4]$_DFFE_PP0P_	1
min reg2reg	id[2]$_DFFE_PP0P_	1
max	valid_out	5
max in group asynchronous	id[1]$_DFFE_PP0P_	2
min in group clk0	id[2]$_DFFE_PP0P_	1
Power figures rest on the tool's default switching activity, not on a simulated workload.
