**flow/constraint.sdc**
```tcl
current_design PE

set clk_period 17.8
set clk_io_pct 0.2

create_clock -name clk0 -period $clk_period [get_ports {clk}]

set non_clock_inputs [all_inputs -no_clocks]
set_input_delay [expr $clk_period * $clk_io_pct] -clock clk0 $non_clock_inputs
set_output_delay [expr $clk_period * $clk_io_pct] -clock clk0 [all_outputs]
```
**flow/run.sh**
```bash
#!/bin/bash
# OpenROAD 26Q1-2900-gdf79404cd8, Yosys 0.63+post, stock flow scripts
make -C /OpenROAD-flow-scripts/flow DESIGN_CONFIG=/design/flow/config.mk WORK_HOME=/design/flow/orfs finish
```
**flow/design.v**
```verilog
module PE (
	input clk,
	input rst,
	input PE_en,
	input [13-1:0] i_config,
	input [32-1:0] ifmap,
	input [32-1:0] filter,
	input [32-1:0] ipsum,
	input ifmap_valid,
	input filter_valid,
	input ipsum_valid,
	input opsum_ready,
	output reg [32-1:0] opsum,
	output reg ifmap_ready,
	output reg filter_ready,
	output reg ipsum_ready,
	output reg opsum_valid
);
integer i;
reg [13-1:0] i_config_reg;
reg  U_minus1;
reg  [2:0] p;  
reg  [4:0] F;  
reg  [2:0] q;  
reg  [1:0] filter_rs;
reg depthwise;
always@(*) begin
	depthwise = i_config_reg[12];
	filter_rs = i_config_reg[11:10] + 2'b1;
	U_minus1 = i_config_reg[9];
	p = {1'b0, i_config_reg[8:7]} + 3'b1;
	F = i_config_reg[6:2];
	q = {1'b0, i_config_reg[1:0]} + 3'b1;
end
always @(posedge clk or posedge rst) begin
	if(rst)begin
		i_config_reg <= 13'b0;
	end
	else if (PE_en)begin
		i_config_reg <= i_config;
	end
	else begin
		i_config_reg <= i_config_reg;
	end
end
reg signed [8 - 1:0] ifmap_spad  [0:12 - 1];
reg signed [8 - 1:0]filter_spad [0:48 - 1];
reg signed [32 - 1:0]	 psum_spad [0:4 - 1];
reg [2:0] state;
reg [2:0] next_state;
parameter IDLE          	= 3'd0;
parameter READ_FILTER   	= 3'd1;
parameter READ_IFMAP		= 3'd2;
parameter READ_IPSUM    	= 3'd3;
parameter CONV				= 3'd4;
parameter WRITE_OPSUM   	= 3'd5;
reg [4 - 1:0]  ifmap_spad_cnt;
reg [6 - 1:0] filter_spad_cnt;
reg [2 - 1:0]  psum_spad_cnt;
reg [4 - 1:0]  conv_ifmap_cnt;
reg [6 - 1:0] conv_filter_cnt;
reg [2 - 1:0]  conv_result_cnt;
wire [3:0] shift;
assign shift = ({1'b0, q} << U_minus1);
reg [8 - 1:0] split_filter[0:3];
reg [8 - 1:0] split_ifmap[0:3];
always@(*) begin
	{split_filter[3], split_filter[2], split_filter[1], split_filter[0]} = filter;
	{split_ifmap[3], split_ifmap[2], split_ifmap[1], split_ifmap[0]} = ifmap;
end
always @(posedge clk or posedge rst) begin
	if(rst)begin
		ifmap_spad_cnt <= 4'b0;
		filter_spad_cnt <= 6'b0;
		psum_spad_cnt <= 2'b0;
		conv_ifmap_cnt <= 4'b0;
		conv_filter_cnt <= 6'b0;
		conv_result_cnt <= 2'b0;
	end
	else begin
		case (state)
			READ_FILTER:begin
				filter_spad_cnt <= (filter_valid)? 
					filter_spad_cnt + {3'b0, q}:
					filter_spad_cnt;
			end
			READ_IFMAP:begin
				ifmap_spad_cnt <= (ifmap_valid)?
					ifmap_spad_cnt + {1'b0, q}:
					ifmap_spad_cnt;
			end
			READ_IPSUM:begin
				psum_spad_cnt <= (ipsum_valid)?
					psum_spad_cnt + 2'b1:
					psum_spad_cnt;
			end
			CONV:begin
				conv_filter_cnt <= conv_filter_cnt + 6'b1;
				if(depthwise)begin
					conv_ifmap_cnt <= conv_ifmap_cnt + 4'b1;
					if(conv_result_cnt == q[1:0]-2'b1)begin
						conv_result_cnt <= 2'b0;
					end
					else begin
						conv_result_cnt <= conv_result_cnt + 2'b1;
					end
				end
				else begin
					if(conv_ifmap_cnt == ifmap_spad_cnt - 4'b1)begin
						conv_ifmap_cnt <= 4'b0;
						conv_result_cnt <= conv_result_cnt + 2'b1;
					end
					else begin
						conv_ifmap_cnt <= conv_ifmap_cnt + 4'b1;
					end
				end
				if(next_state == WRITE_OPSUM)
					conv_result_cnt <= 2'b0;
			end
			WRITE_OPSUM:begin
				conv_result_cnt <= (opsum_ready)?
					conv_result_cnt + 2'b1:
					conv_result_cnt;
				if(next_state == READ_IFMAP)begin
					conv_result_cnt <= 2'b0;
					conv_ifmap_cnt <= 4'b0;
					conv_filter_cnt <= 6'b0;
					psum_spad_cnt <= 2'b0;
					ifmap_spad_cnt <= ifmap_spad_cnt - ({1'b0, q} << U_minus1);
				end
			end
			default: begin
				ifmap_spad_cnt <= 4'b0;
				filter_spad_cnt <= 6'b0;
				psum_spad_cnt <= 2'b0;
				conv_ifmap_cnt <= 4'b0;
				conv_filter_cnt <= 6'b0;
				conv_result_cnt <= 2'b0;
			end
		endcase
	end
end
always @(posedge clk or posedge rst) begin
	if(rst)begin
		for (i = 0;i <12 ; i = i + 1) begin
			ifmap_spad[i] <= 8'b0;
		end
		for (i = 0;i <48 ; i = i + 1) begin
			filter_spad[i] <= 8'b0;
		end
		for (i = 0;i <4 ; i = i + 1) begin
			psum_spad[i] <= 32'b0;
		end
	end
	else begin
		case (state)
			READ_FILTER:begin
				if(filter_valid)begin
					filter_spad[
						filter_spad_cnt + 6'd0
					] <=  split_filter[0];
					filter_spad[
						filter_spad_cnt + 6'd1
					] <=  split_filter[1];
					filter_spad[
						filter_spad_cnt + 6'd2
					] <=  split_filter[2];
					filter_spad[
						filter_spad_cnt + 6'd3
					] <=  split_filter[3];
				end
			end
			READ_IFMAP:begin
				if(ifmap_valid)begin
					ifmap_spad[
						ifmap_spad_cnt + 4'd0
					] <= split_ifmap[0]  ^ 8'd128;
					ifmap_spad[
						ifmap_spad_cnt + 4'd1
					] <= split_ifmap[1]  ^ 8'd128;
					ifmap_spad[
						ifmap_spad_cnt + 4'd2
					] <= split_ifmap[2]  ^ 8'd128;
					ifmap_spad[
						ifmap_spad_cnt + 4'd3
					] <= split_ifmap[3]  ^ 8'd128;
				end
			end
			READ_IPSUM:begin
				if(ipsum_valid)begin
					psum_spad[psum_spad_cnt] <= ipsum;
				end
			end
			CONV:begin
				psum_spad[conv_result_cnt] <= psum_spad[conv_result_cnt] + (
					filter_spad[conv_filter_cnt] * ifmap_spad[conv_ifmap_cnt]
				);
			end
			WRITE_OPSUM:begin
			if(next_state == READ_IFMAP)begin
				for (i = 0; i < 12; i = i + 1) begin
					ifmap_spad[i] <= (shift + i[3:0] >= 12)?
						8'b0:
						ifmap_spad[shift + i[3:0]];
				end
			end
			end
			default: begin
				for (i = 0;i <12 ; i = i + 1) begin
					ifmap_spad[i] <= 8'b0;
				end
				for (i = 0;i <48 ; i = i + 1) begin
					filter_spad[i] <= 8'b0;
				end
				for (i = 0;i <4 ; i = i + 1) begin
					psum_spad[i] <= 32'b0;
				end
			end
		endcase
	end
end
reg [4:0] output_col_cnt;
always @(posedge clk or posedge rst) begin
	if(rst)begin
		output_col_cnt <= 5'b0;
	end
	else if(state == IDLE)begin
		output_col_cnt <= 5'b0;
	end
	else if(state == WRITE_OPSUM && next_state == READ_IFMAP)begin
		output_col_cnt <= output_col_cnt + 5'b1;
	end
end
always @(posedge clk or posedge rst) begin
	if(rst)begin
		state <= IDLE;
	end
	else begin
		state <= next_state;
	end
end
always @(*) begin
	case (state)
		IDLE: begin
			if(PE_en)begin
				next_state = READ_FILTER;
			end
			else begin
				next_state = IDLE;
			end
		end
		READ_FILTER: begin
			if({26'b0, filter_spad_cnt} == (p * q * filter_rs))begin
				next_state = READ_IFMAP;
			end
			else begin
				next_state = READ_FILTER;
			end
		end
		READ_IFMAP: begin
			if({28'b0, ifmap_spad_cnt} == ({29'b0, q} * filter_rs))begin
				next_state = READ_IPSUM;
			end
			else begin
				next_state = READ_IFMAP;
			end
		end
		READ_IPSUM: begin
			if(depthwise)begin
				if(({1'b0, psum_spad_cnt} == (q - 3'b1)) && ipsum_valid)begin
					next_state = CONV;
				end
				else begin
					next_state = READ_IPSUM;
				end
			end
			else begin
				if(({1'b0, psum_spad_cnt} == (p - 3'b1)) && ipsum_valid)begin
					next_state = CONV;
				end
				else begin
					next_state = READ_IPSUM;
				end
			end
		end
		CONV:begin
			if(depthwise)begin
				if(
					{1'b0,conv_result_cnt} == (q-1) && 
					conv_ifmap_cnt == ((filter_rs * q) -1)
				)begin
					next_state = WRITE_OPSUM;
				end
				else begin
					next_state = CONV;
				end
			end
			else begin
				if(conv_filter_cnt == filter_spad_cnt - 6'b1)begin
					next_state = WRITE_OPSUM;
				end
				else begin
					next_state = CONV;
				end
			end
		end
		WRITE_OPSUM:begin
			if(depthwise)begin
				if(({1'b0, conv_result_cnt} == (q - 3'b1)) && opsum_ready)begin
					if (output_col_cnt == F) begin
						next_state = IDLE;
					end
					else begin
						next_state = READ_IFMAP;
					end
				end
				else begin
					next_state = WRITE_OPSUM;
				end
			end
			else begin
				if(({1'b0, conv_result_cnt} == (p - 3'b1)) && opsum_ready)begin
					if (output_col_cnt == F) begin
						next_state = IDLE;
					end
					else begin
						next_state = READ_IFMAP;
					end
				end
				else begin
					next_state = WRITE_OPSUM;
				end
			end
		end
		default: next_state = IDLE;
	endcase
end
always@(*) begin
	opsum = psum_spad[conv_result_cnt];
	filter_ready = (state == READ_FILTER) ? 1'b1 : 1'b0;
	ifmap_ready = (state == READ_IFMAP) ? 1'b1 : 1'b0;
	ipsum_ready = (state == READ_IPSUM) ? 1'b1 : 1'b0;
	opsum_valid = (state == WRITE_OPSUM)? 1'b1: 1'b0;
end
endmodule
```
**flow/config.mk**
```make
export PLATFORM = sky130hd
export DESIGN_NAME = PE
export DESIGN_NICKNAME = PE
export VERILOG_FILES = /design/flow/design.v
export SDC_FILE = /design/flow/constraint.sdc
export NUM_CORES = 4
export LEC_CHECK = 1
export CORE_UTILIZATION = 30
```
==> metrics.yaml <==
power:
  power_switching_mw: 4.97
  power_switching_share_pct: 52.3
  seq_power_share_pct: 21.2
  p_leak_nw: 27.6
  internal-power_mw: 4.53
  p_per_area_nw_per_um2: 137
  clkPwrFrac_pct: 18.7
  irDropWorstVdd_mv: 0.155
  comb_power_share_pct: 60.2
clock_network:
  cts_tree: "built"
  cts_htree_levels: 3
  tritoncts.num_buffers: 83
  clk_latency_ns: 0.76
  cts_setup_buffers: 0
  cts_buffer_depth: 3
  cts_sinks: 656
  root_buffer: "clkbuf_16"
  clkTransAtPathRegs_ns: 0.06
  cts_resized: 0
  holdBufCountCts: 0
global_routing:
  grt_pass1_wl_um: 521000
  antenna_found_initial: 37
  grt_pass1_vias: 62200
  grt_usage_pct: 37.1
  grt_max_degree: 103
  overflow: 0
routing:
  vias: 66300
  drt-vias-per-instance: 6.44
  post_drt_wl_per_cell_um: 36.8
  drcViolationCount: 0
  routed_wl_um: 379000
  first_pass_iters: 13
  first_iter_violations: 9068
  ant_nets: 0
logic_synthesis:
  async_reset_ff_share_pct: 100
  ys_sh_aoi_pct: 28.0
  edf_count: 0
  top_cells_by_area: "dfrtp_1 27%, mux2i_1 12%, o21ai_0 7.2%"
  yosys.area_share.adder_pct: 7.61
  syn_avg_cell_area_um2: 8.03
  ff_type: "dfrtp_1"
  netlist_instances: 7645
  yosysTopAreaCell: "dfrtp_1"
  simple_gate_share_pct: 15.7
  ys_warn_count: 6
  logic_family: "AND-OR/OR-AND gates"
  ys_cells: 7645
  netlist_area_um2: 61400
  ys_area_um2: 61400
  mux_area_share_pct: 14.3
  ys_ff: 656
  synth_seq_share_pct: 26.8
  xor_share_pct: 1.44
  synth_top_area_share_pct: 26.7
  synth_cell_type_count: 98
worst_hold_path:
  worstHoldStart: "psum_spad[2][6]"
  hold_class: "reg -> reg"
  hold_end: "psum_spad[2][6]"
  min_path_cells: 2
floorplan:
  chipArea_um2: 206000
  num_io_pins: 152
  die_h_um: 454
  chipWidth_um: 454
  core_um2: 203000
  fp-utilization_pct: 30.3
  std_cell_rows: 165
finish:
  top_regs: "filter_spad: 384 flops, psum_spad: 128 flops, ifmap_spad: 96 flops"
  largest_reg_flops: 384
  layout-drive-gt1-share_pct: 12.1
  top_register: "filter_spad"
  area_growth_pct: 12.8
setup_path:
  r2r-start: "conv_filter_cnt[3]"
  critPathMaxFanout: 20
  r2r-end: "psum_spad[2][31]"
  ff2ff_path_depth: 26
  crit_path_end_kind: "register"
  r2r_setup_slack_ns: 7.94
  crit_arrival_ns: 10.49
  cp-start-kind: "register"
  path_class: "reg -> reg"
  required_ns: 18.42
job:
  drv_cap: 0
  openroad.warnings: 70
placement:
  hpwl_um: 263000
  gp_congestion: 1.13
  io_buffers: 151
final_timing:
  finalSetupTns_ns: 0
  min_period_ns: 9.86
  period_used_pct: 55.4
  slew_violations: 0
  worst_pin_slew_ns: 1.28
  setup_viol: 0
  finalClockSkew_ns: 0.0471
  holdWs_ns: 0.480
  finalHoldViolations: 0
  rsz0062_at_grt: "no"
  max_clock_freq_ghz: 0.101
  max_slew_margin_pct: 14.5
status:
  status: "complete, no violations"
-- area by class of cell --
| cell class | count | area [um^2] |
|---|---|---|
| diodes | 21 | 52.6 |
| well taps | 2672 | 3340 |
| multi-input cells | 6011 | 41300 |
| clock inverters | 32 | 398 |
| repair buffers | 561 | 4450 |
| flip-flops and latches | 656 | 16400 |
| inverters | 226 | 852 |
| fillers | 20800 | 134000 |
| clock buffers | 119 | 2390 |
-- power groups by stage --
stage | Sequential [mW] | Clock, mW | Combinational (mW)
after CTS | 1.99 | 1.79 | 5.50
after global routing | 2.02 | 1.84 | 6.01
final | 2.01 | 1.77 | 5.71
-- cells by family after synthesis --
group                    Yosys count
XOR/XNOR                          98
multiplexers                     857
AND-OR/OR-AND                   2599
adder cells (fa/ha/maj)          287
flip-flops                       656
buffers and inverters            978
AND/OR/NAND/NOR                 2170
-- worst max-delay path, cell delays in order (launching register included) --
cell and delay [ns]:
dfrtp_1 0.81, nand2b_1 0.70, nor2_1 0.11, buf_4 0.23, a22o_1 0.24, a221oi_1 0.63, nand4_1 0.24, or3_1 0.51
mux2i_1 0.18, buf_4 0.21, nand2b_1 0.23, fa_1 0.55, inv_1 0.46, fa_1 0.58, fa_1 0.56, fa_1 0.42
ha_1 0.29, ha_1 0.37, a21o_1 0.21, a221oi_1 0.39, a21oi_1 0.15, a221o_1 0.32, a41oi_1 0.38, o21ai_1 0.26
mux2i_1 0.19, nand4_1 0.19, mux2_2 0.31
-- metal layers --
metal  up-vias  GRT usage, %  share of wire [%]
met4        52          25.6                9.2
li1      27800             -                  -
met5         -          1.82               0.19
met3      1559          16.1                 12
met2      4761          51.9                 41
met1     32200          45.9                 37
-- layout by cell type, fill, tap and decap left out, types with 60 or more instances in the layout --
| cell | n |
|---|---|
| ha_1 | 136 |
| clkbuf_16 | 84 |
| fa_1 | 144 |
| buf_4 | 408 |
| a21oi_1 | 499 |
| clkdlybuf4s50_1 | 119 |
| nand3_1 | 144 |
| nand2_1 | 1028 |
| or2_2 | 70 |
| nor2_1 | 542 |
| inv_1 | 220 |
| o21ai_0 | 884 |
| dfrtp_1 | 650 |
| a22o_1 | 133 |
| a221oi_1 | 151 |
| a211oi_1 | 283 |
| xnor2_1 | 64 |
| a22oi_1 | 184 |
| mux2i_1 | 752 |
| nand4_1 | 60 |
| mux2_2 | 83 |
| a222oi_1 | 117 |
-- worst max path at each step --
stage | start | cells past startpoint | endpoint
after CTS | conv_filter_cnt[3] | 26 | psum_spad[2][31]
final | conv_filter_cnt[3] | 26 | psum_spad[2][31]
after global routing | conv_filter_cnt[3] | 26 | psum_spad[2][31]
-- metrics by stage --
stage          power (mW)  utilization (%)  area, um^2  setup slack, ns  std cells
2_1_floorplan        5.21                -       61400             5.27       7645
3_3_place_gp         7.48             32.7       66400             8.19      10100
3_5_place_dp         7.48             32.7       66400             8.04      10100
4_1_cts              9.28             34.1       69200             8.04      10300
5_1_grt              9.88             34.1       69200             7.58      10300
6_report             9.50             34.1       69200             7.94      10300
-- cell usage after synthesis (20+ instances only) --
cell and count:
o211ai_1 21, nor3_1 50, or2_2 70, buf_1 30
nor2_1 547, buf_2 72, nor2b_1 25, dfrtp_1 655
nand2b_1 36, ha_1 143, nand4_1 60, mux2_4 21
mux2_2 83, fa_1 144, a222oi_1 117, o21ai_0 884
nor2_2 39, a211oi_1 283, a21oi_1 500, o22ai_1 37
a22o_1 133, nor2_4 24, o21ai_1 31, and3_1 27
inv_1 222, mux2i_1 752, xor2_1 31, xnor2_1 64
o31ai_1 24, and2_1 39, clkbuf_1 633, nand3_1 144
a21o_1 20, nand2_1 1029, a221oi_1 151, a22oi_1 185
Power figures rest on the tool's default switching activity, not on a simulated workload.
