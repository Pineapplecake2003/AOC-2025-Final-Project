[/design/flow/config.mk]
export PLATFORM = sky130hd
export DESIGN_NAME = SUPER
export DESIGN_NICKNAME = SUPER
export VERILOG_FILES = /design/flow/design.v
export SDC_FILE = /design/flow/constraint.sdc
export NUM_CORES = 4
export LEC_CHECK = 1
export CORE_UTILIZATION = 50
[/design/flow/constraint.sdc]
current_design SUPER

set clk_period 33.3
set clk_io_pct 0.2

create_clock -name clk0 -period $clk_period [get_ports {clk}]

set non_clock_inputs [all_inputs -no_clocks]
set_input_delay [expr $clk_period * $clk_io_pct] -clock clk0 $non_clock_inputs
set_output_delay [expr $clk_period * $clk_io_pct] -clock clk0 [all_outputs]
[/design/flow/design.v]
module SUPER (
	input clk,
	input rst,
	input PE_en,
	input [13-1:0] i_config,
	input [32-1:0] ifmap,
	input [32-1:0] filter,
	input [32-1:0] depthwise_ipsum,
	input [32-1:0] pointwise_ipsum,
	input ifmap_valid,
	input filter_valid,
	input depthwise_ipsum_valid,
	input pointwise_ipsum_valid,
	input opsum_ready,
	output reg [32-1:0] opsum,
	output reg ifmap_ready,
	output reg filter_ready,
	output reg depthwise_ipsum_ready,
	output reg pointwise_ipsum_ready,
	output reg opsum_valid
);
integer i;
reg [13-1:0] i_config_reg;
reg  U_minus1;
reg  [2:0] p;  
reg  [4:0] F;  
reg  [2:0] q;  
reg  [1:0] filter_rs;
reg depthwise;
reg [2:0] state;
reg [2:0] next_state;
parameter IDLE				= 3'd0;
parameter READ_FILTER		= 3'd1;
parameter READ_IFMAP		= 3'd2;
parameter READ_IPSUM		= 3'd3;
parameter READ_POINT_IPSUM	= 3'd4;
parameter DEPTH_CONV		= 3'd5;
parameter CONV				= 3'd6;
parameter WRITE_OPSUM		= 3'd7;
always@(*) begin
	depthwise = i_config_reg[12];
	filter_rs = i_config_reg[11:10] + 2'b1;
	U_minus1 = i_config_reg[9];
	p = {1'b0, i_config_reg[8:7]} + 3'b1;
	F = i_config_reg[6:2];
	q = {1'b0, i_config_reg[1:0]} + 3'b1;
end
always @(posedge clk or posedge rst) begin
	if(rst)begin
		i_config_reg <= 13'b0;
	end
	else if (PE_en)begin
		i_config_reg <= i_config;
	end
	else begin
		i_config_reg <= i_config_reg;
	end
end
wire signed [32-1:0] MAC_result;
reg  signed [8-1:0]MAC_operand1;
reg  signed [32-1:0]MAC_operand2;
reg signed [8 - 1:0] ifmap_spad  [0:12 - 1];
reg signed [8 - 1:0]filter_spad [0:48 - 1];
reg signed [32 - 1:0]	 psum_spad [0:8 - 1];
reg [4 - 1:0]  ifmap_spad_cnt;
reg [6 - 1:0] filter_spad_cnt;
reg [2 - 1:0]  psum_spad_cnt;
reg [2 - 1:0]  point_psum_spad_cnt;
wire [2:0] point_psum_spad_pointer;
assign point_psum_spad_pointer = 3'd7-{1'b0 ,point_psum_spad_cnt};
reg [4 - 1:0]  conv_ifmap_cnt;
reg [6 - 1:0] conv_filter_cnt;
reg [2 - 1:0]  conv_result_cnt;
reg [8 - 1:0] split_filter[0:3];
reg [8 - 1:0] split_ifmap[0:3];
wire [3:0] shift;
assign shift = ({1'b0, q} << U_minus1);
always@(*) begin
	{split_filter[3], split_filter[2], split_filter[1], split_filter[0]} = filter;
	{split_ifmap[3], split_ifmap[2], split_ifmap[1], split_ifmap[0]} = ifmap;
end
assign MAC_result = MAC_operand1 * MAC_operand2;
always @(*) begin
	if(depthwise)begin
		if(state == DEPTH_CONV)begin
			MAC_operand1 = filter_spad[conv_filter_cnt];
			MAC_operand2 = {{24{ifmap_spad[conv_ifmap_cnt][7]}}, ifmap_spad[conv_ifmap_cnt]};
		end
		else if(state == CONV)begin
			MAC_operand1 = filter_spad[conv_filter_cnt];
			MAC_operand2 = psum_spad[conv_ifmap_cnt[2:0]];
		end
		else begin
			MAC_operand1 = 8'b0;
			MAC_operand2 = 32'b0;
		end
	end
	else begin
		if(state == CONV)begin
			MAC_operand1 = filter_spad[conv_filter_cnt];
			MAC_operand2 = {{24{ifmap_spad[conv_ifmap_cnt][7]}}, ifmap_spad[conv_ifmap_cnt]};
		end
		else begin
			MAC_operand1 = 8'b0;
			MAC_operand2 = 32'b0;
		end
	end
end
always @(posedge clk or posedge rst) begin
	if(rst)begin
		ifmap_spad_cnt <= 4'b0;
		filter_spad_cnt <= 6'b0;
		psum_spad_cnt <= 2'b0;
		conv_ifmap_cnt <= 4'b0;
		conv_filter_cnt <= 6'b0;
		conv_result_cnt <= 2'b0;
		point_psum_spad_cnt <= 2'b0;
	end
	else begin
		case (state)
			READ_FILTER:begin
				psum_spad_cnt <= 2'b0;
				if (filter_valid)
					filter_spad_cnt <= filter_spad_cnt + {3'b0, q};
			end
			READ_IFMAP:begin
				if(ifmap_valid)
					ifmap_spad_cnt <= ifmap_spad_cnt + {1'b0, q};
			end
			READ_IPSUM:begin
				if(next_state == READ_POINT_IPSUM)
					point_psum_spad_cnt <= 2'd3;
				else if (depthwise_ipsum_valid)
					psum_spad_cnt <= psum_spad_cnt + 2'b1;
			end
			READ_POINT_IPSUM: begin
				if(next_state == DEPTH_CONV)
					point_psum_spad_cnt <= 2'd3;
				else if(pointwise_ipsum_valid)
					point_psum_spad_cnt <= point_psum_spad_cnt - 2'b1;
			end
			DEPTH_CONV:begin
				if(conv_result_cnt == q[1:0]-2'b1)begin
					conv_result_cnt <= 2'b0;
				end
				else begin
					conv_result_cnt <= conv_result_cnt + 2'b1;
				end
				conv_filter_cnt <= conv_filter_cnt + 6'b1;
				conv_ifmap_cnt <= conv_ifmap_cnt + 4'b1;
				if(next_state == CONV)begin
					conv_ifmap_cnt <= 4'b0;
				end
			end
			CONV: begin
				if(depthwise)begin
					conv_filter_cnt <= conv_filter_cnt + 6'b1;
					if(conv_ifmap_cnt == {1'b0, q}-4'b1)begin
						conv_ifmap_cnt <= 4'b0;
						point_psum_spad_cnt <= point_psum_spad_cnt - 1;
					end
					else begin
						conv_ifmap_cnt <= conv_ifmap_cnt + 4'b1;
					end
				end
				else begin
					conv_filter_cnt <= conv_filter_cnt + 6'b1;
					if(conv_ifmap_cnt == ifmap_spad_cnt - 4'b1)begin
						conv_ifmap_cnt <= 4'b0;
						conv_result_cnt <= conv_result_cnt + 2'b1;
					end
					else begin
						conv_ifmap_cnt <= conv_ifmap_cnt + 4'b1;
					end
				end
				if(next_state == WRITE_OPSUM)begin
					point_psum_spad_cnt <= 3;
					conv_result_cnt <= 0;
				end
			end
			WRITE_OPSUM:begin
				if(depthwise)begin
					if(opsum_ready)
						point_psum_spad_cnt <= point_psum_spad_cnt - 2'b1;
				end
				else begin
					if(opsum_ready)
						conv_result_cnt <= conv_result_cnt + 2'b1;
				end
				if(next_state == READ_IFMAP)begin
					conv_result_cnt <= 2'b0;
					conv_ifmap_cnt <= 4'b0;
					conv_filter_cnt <= 6'b0;
					psum_spad_cnt <= 2'b0;
					ifmap_spad_cnt <= ifmap_spad_cnt - ({1'b0, q} << U_minus1);
					point_psum_spad_cnt <= 2'b0;
				end
			end
			default: begin
				ifmap_spad_cnt <= 4'b0;
				filter_spad_cnt <= 6'b0;
				psum_spad_cnt <= 2'b0;
				conv_ifmap_cnt <= 4'b0;
				conv_filter_cnt <= 6'b0;
				conv_result_cnt <= 2'b0;
			end
		endcase
	end
end
always @(posedge clk or posedge rst) begin
	if(rst)begin
		for (i = 0;i <12 ; i = i + 1) begin
			ifmap_spad[i] <= 8'b0;
		end
		for (i = 0;i <48 ; i = i + 1) begin
			filter_spad[i] <= 8'b0;
		end
		for (i = 0;i <4 ; i = i + 1) begin
			psum_spad[i] <= 32'b0;
		end
	end
	else begin
		case (state)
			READ_FILTER:begin
				if(filter_valid)begin
					filter_spad[
						filter_spad_cnt + 6'd0
					] <=  split_filter[0];
					filter_spad[
						filter_spad_cnt + 6'd1
					] <=  split_filter[1];
					filter_spad[
						filter_spad_cnt + 6'd2
					] <=  split_filter[2];
					filter_spad[
						filter_spad_cnt + 6'd3
					] <=  split_filter[3];
				end
			end
			READ_IFMAP:begin
				if(ifmap_valid)begin
					ifmap_spad[
						ifmap_spad_cnt + 4'd0
					] <= split_ifmap[0]  ^ 8'd128;
					ifmap_spad[
						ifmap_spad_cnt + 4'd1
					] <= split_ifmap[1]  ^ 8'd128;
					ifmap_spad[
						ifmap_spad_cnt + 4'd2
					] <= split_ifmap[2]  ^ 8'd128;
					ifmap_spad[
						ifmap_spad_cnt + 4'd3
					] <= split_ifmap[3]  ^ 8'd128;
				end
			end
			READ_IPSUM:begin
				if(depthwise_ipsum_valid)begin
					psum_spad[{1'b0, psum_spad_cnt}] <= depthwise_ipsum;
				end
			end
			READ_POINT_IPSUM:begin
				if(pointwise_ipsum_valid)begin
					psum_spad[point_psum_spad_pointer] <= pointwise_ipsum;
				end
			end
			DEPTH_CONV:begin
				psum_spad[{1'b0, conv_result_cnt}]<= psum_spad[{1'b0, conv_result_cnt}] + MAC_result;
			end
			CONV: begin
				if(depthwise)
					psum_spad[point_psum_spad_pointer]<= psum_spad[point_psum_spad_pointer] + MAC_result;
				else
					psum_spad[{1'b0, conv_result_cnt}]<= psum_spad[{1'b0, conv_result_cnt}] + MAC_result;
			end
			WRITE_OPSUM:begin
				if(next_state == READ_IFMAP)begin
					for (i = 0; i < 12; i = i + 1) begin
						ifmap_spad[i] <= (shift + i[3:0] >= 12)?
							8'b0:
							ifmap_spad[shift + i[3:0]];
					end
				end
			end
			default: begin
				for (i = 0;i <12 ; i = i + 1) begin
					ifmap_spad[i] <= 8'b0;
				end
				for (i = 0;i <48 ; i = i + 1) begin
					filter_spad[i] <= 8'b0;
				end
				for (i = 0;i <4 ; i = i + 1) begin
					psum_spad[i] <= 32'b0;
				end
			end
		endcase
	end
end
reg [4:0] output_col_cnt;
always @(posedge clk or posedge rst) begin
	if(rst)begin
		output_col_cnt <= 5'b0;
	end
	else if(state == IDLE)begin
		output_col_cnt <= 5'b0;
	end
	else if(state == WRITE_OPSUM && next_state == READ_IFMAP)begin
		output_col_cnt <= output_col_cnt + 5'b1;
	end
end
always @(posedge clk or posedge rst) begin
	if(rst)begin
		state <= IDLE;
	end
	else begin
		state <= next_state;
	end
end
always @(*) begin
	case (state)
		IDLE: begin
			if(PE_en)begin
				next_state = READ_FILTER;
			end
			else begin
				next_state = IDLE;
			end
		end
		READ_FILTER: begin
			if({26'b0, filter_spad_cnt} == (p * q * filter_rs))begin
				next_state = READ_IFMAP;
			end
			else begin
				next_state = READ_FILTER;
			end
		end
		READ_IFMAP: begin
			if({28'b0, ifmap_spad_cnt} == ({29'b0, q} * filter_rs))begin
				next_state = READ_IPSUM;
			end
			else begin
				next_state = READ_IFMAP;
			end
		end
		READ_IPSUM: begin
			if(depthwise)begin
				if(({1'b0, psum_spad_cnt} == (q - 3'b1))&& depthwise_ipsum_valid)begin
					next_state = READ_POINT_IPSUM;
				end
				else begin
					next_state = READ_IPSUM;
				end
			end
			else begin
				if(({1'b0, psum_spad_cnt} == (p - 3'b1))&& depthwise_ipsum_valid)begin
					next_state = CONV;
				end
				else begin
					next_state = READ_IPSUM;
				end
			end
		end
		READ_POINT_IPSUM: begin
			if(({1'b0, point_psum_spad_cnt} == 3'd4-p) && pointwise_ipsum_valid)begin
				next_state = DEPTH_CONV;
			end
			else begin
				next_state = READ_POINT_IPSUM;
			end
		end
		DEPTH_CONV:begin
			if({1'b0,conv_result_cnt} == (q-1) && conv_ifmap_cnt == ((filter_rs * q) -1))begin
				next_state = CONV;
			end
			else begin
				next_state = DEPTH_CONV;
			end
		end
		CONV:begin
			if(depthwise)begin
				if(conv_filter_cnt == filter_rs * q + p * q - 1)begin
					next_state = WRITE_OPSUM;
				end
				else begin
					next_state = CONV;
				end
			end
			else begin
				if(conv_filter_cnt == filter_spad_cnt - 6'b1)begin
					next_state = WRITE_OPSUM;
				end
				else begin
					next_state = CONV;
				end
			end
		end
		WRITE_OPSUM:begin
			if(depthwise)begin
				if(({1'b0, point_psum_spad_cnt} == 3-(p-1)) && opsum_ready)begin
					if (output_col_cnt == F) begin
						next_state = IDLE;
					end
					else begin
						next_state = READ_IFMAP;
					end
				end
				else begin
					next_state = WRITE_OPSUM;
				end
			end
			else begin
				if(({1'b0, conv_result_cnt} == (p - 3'b1)) && opsum_ready)begin
					if (output_col_cnt == F) begin
						next_state = IDLE;
					end
					else begin
						next_state = READ_IFMAP;
					end
				end
				else begin
					next_state = WRITE_OPSUM;
				end
			end
		end
		default: next_state = IDLE;
	endcase
end
always@(*) begin
	opsum = (depthwise)? psum_spad[point_psum_spad_pointer] : psum_spad[{1'b0 ,conv_result_cnt}];
	filter_ready = (state == READ_FILTER) ? 1'b1 : 1'b0;
	ifmap_ready = (state == READ_IFMAP) ? 1'b1 : 1'b0;
	depthwise_ipsum_ready = (state == READ_IPSUM) ? 1'b1 : 1'b0;
	pointwise_ipsum_ready = (state == READ_POINT_IPSUM) ? 1'b1 : 1'b0;
	opsum_valid = (state == WRITE_OPSUM)? 1'b1: 1'b0;
end
endmodule
[/design/flow/run.sh]
#!/bin/bash
# OpenROAD 26Q1-2900-gdf79404cd8, Yosys 0.63+post, stock flow scripts
make -C /OpenROAD-flow-scripts/flow DESIGN_CONFIG=/design/flow/config.mk WORK_HOME=/design/flow/orfs finish
==> flow_metrics.py <==
# Flow results
metrics = {
    "grt": {
        "grt_pass1_vias": 79319,
        "antenna_found_initial": 49,
        "grt_usage_pct": 58.5,
        "grt-ovfl-total": 0,
        "grt_first_pass_wirelength_mm": 600,
        "grt_start_max_net_pins": 124,
    },
    "setup_path": {
        "critPathLaunchType": "register",
        "path_delay_family": "simple AND/OR/NAND/NOR gates",
        "cp.required_ns": 33.78,
        "r2r-end": "psum_spad[6][28]",
        "r2r_slack_ns": 21.06,
        "slowest_stage": "nor4_1",
        "timing.rr.start": "conv_filter_cnt[5]",
        "worst_r2r_path_depth": 38,
        "critPathMaxStageDelay_ns": 0.81,
        "crit_arrival_ns": 12.73,
        "path_buffers": 4,
        "worstSetupEndpointType": "register",
        "worstPathMaxFanout": 21,
        "crit_type": "reg2reg",
    },
    "synth": {
        "yosys_warnings": 6,
        "synthCells": 9457,
        "synth_area_um2": 74000,
        "ys.flops": 788,
        "syn_avg_cell_area_um2": 7.82,
        "ys_chip_area_um2": 74000,
        "ys_types": 93,
        "yosys.area.top_type_share_pct": 22.3,
        "ys_cells": 9457,
        "yosys-top-cells-area": "dfrtp_1 22%, a21oi_1 6.7%, mux2i_1 6.5%",
        "flop_cell": "dfrtp_1",
        "synth-edff-count": 128,
        "yosysSeqAreaShare_pct": 27.5,
        "synthArstFlopShare_pct": 83.8,
        "yosysTopAreaCell": "dfrtp_1",
    },
    "clock_network": {
        "clock-sinks": 788,
        "cts_root_buf": "clkbuf_16",
        "cts_buffers": 93,
        "path_clk_slew_ns": 0.06,
        "cts_hold_buf": 0,
        "clk-insertion-delay-late_ns": 0.78,
        "cts_max_level": 3,
        "cts_tree": "yes",
        "cts_setup_buffers": 0,
        "clockBufferDepth": 3,
        "post_cts_resize_count": 0,
    },
    "final_timing": {
        "fin_crit_sh_pct": 36.8,
        "rsz0062_at_grt": "no",
        "fmax_ghz": 0.0817,
        "worst_slew_pin_slew_ns": 1.48,
        "setup_tns_ns": 0,
        "setup_viol": 0,
        "hold_viol": 0,
        "slew-limit-headroom_pct": 1.39,
        "post-route-min-period_ns": 12.24,
        "slew_violations": 0,
        "skew_ns": 0.0662,
    },
    "finish": {
        "final_cell_mix": "1,029 x nand2_1, 1,023 x nor2_1, 978 x a21oi_1",
        "layout_top_cell": "nand2_1",
        "largest_register_ffs": 384,
        "syn2layout_area_growth_pct": 10.4,
        "final_core_util_pct": 55.8,
        "nFillCells": 12883,
        "layout-drive-gt1-share_pct": 10.9,
        "top_register": "filter_spad",
        "reg_top3": "filter_spad: 384 flops, psum_spad: 256 flops, ifmap_spad: 96 flops",
    },
    "floorplanning": {
        "die_h_um": 387,
        "design.die.area_um2": 149000,
        "coreArea_um2": 146000,
        "die_w_um": 387,
        "fp_util_pct": 50.6,
        "num_io_pins": 186,
        "rows": 140,
    },
    "routing": {
        "drtIter0Drc": 12823,
        "drc_errors": 0,
        "viasPerCell": 7.45,
        "routed_wl_mm": 427,
        "wl_per_cell_um": 37.7,
        "drt-pass1-iter-count": 20,
        "dr_total_vias": 84383,
        "ant_nets": 0,
    },
    "run": {
        "cap_violations": 0,
        "warnings": 77,
    },
    "worst_hold_path": {
        "hold_class": "reg2reg",
        "hold_start": "filter_spad[40][5]",
        "holdPathStages": 2,
        "whs_endpoint": "filter_spad[40][5]",
    },
    "placement": {
        "place_congestion": 1.21,
        "port_buffers": 185,
        "dp_hpwl_mm": 289,
    },
    "outcome": {
        "outcome": "complete, no violations",
    },
}
final cells by class:
| class | count | area, um2 | share of cell area, % |
|---|---|---|---|
| Clock inverter | 32 | 424 | 0.520 |
| Multi-Input combinational cell | 7464 | 49200 | 60.3 |
| Clock buffer | 136 | 2730 | 3.35 |
| Sequential cell | 788 | 20400 | 25.0 |
| Tap cell | 1917 | 2400 | 2.94 |
| Antenna cell | 32 | 80.1 | 0.0981 |
| Inverter | 292 | 1100 | 1.35 |
| Timing Repair Buffer | 659 | 5290 | 6.48 |
worst reg2reg max path: cells and delay by family (launching register included):
family	cells	cell delay, ns
DFF	1	0.67
adders and majority gates	6	2.63
xor gates and xnor gates	2	0.44
buffers and inverters	4	0.98
and+or+nand+nor	12	3.54
AOI/OAI and AO/OA	13	3.42
muxes	1	0.30
routing by layer:
metal	track usage (%)	up-vias	wire, um
li1	-	34494	-
met1	66.7	39058	137000
met2	77.1	8063	166000
met3	34.6	2708	71200
met4	49.8	60	51400
met5	5.75	-	1390
Yosys cell counts, types with 28 or more instances:
cell / instances
buf_1: 63
o22ai_1: 70
and3_1: 38
a211oi_1: 381
o211ai_1: 54
a32oi_1: 58
edfxtp_1: 128
fa_1: 166
nand3_1: 277
nand2b_1: 36
and2_1: 69
a222oi_1: 169
a22o_1: 81
xor2_1: 58
dfrtp_1: 659
nand2_1: 1032
nand4_1: 64
nor2b_1: 54
o21ai_0: 720
a221oi_1: 123
ha_1: 215
a221o_1: 41
nor3_1: 124
a22oi_1: 247
clkbuf_1: 811
a21oi_1: 983
or3_1: 39
mux2_2: 215
a31oi_1: 92
o31ai_1: 43
nor2_1: 1032
xnor2_1: 125
buf_2: 28
or2_2: 55
inv_1: 285
a21o_1: 56
mux2i_1: 478
how the worst max path moves through the flow:
| stage | start | to | slack [ns] | cells past startpoint |
|---|---|---|---|---|
| 6_report | conv_filter_cnt[5] | psum_spad[6][28] | 21.06 | 38 |
| 4_1_cts | conv_filter_cnt[3] | psum_spad[7][28] | 21.31 | 36 |
| 5_1_grt | conv_filter_cnt[5] | psum_spad[5][28] | 20.65 | 38 |
cells by family (layout without fill, tap and decap cells):
kind of cell / Yosys count / in the layout / share of synthesized area, %
multiplexers: 693 / 693 / 9.74
AND/OR/NAND/NOR: 2909 / 2909 / 17.1
XOR/XNOR: 188 / 188 / 2.31
other: 0 / 32 / 0
buffers and inverters: 1205 / 1119 / 6.26
flip-flops: 788 / 788 / 27.5
adder cells (fa/ha/maj): 381 / 381 / 8.13
AND-OR/OR-AND: 3293 / 3293 / 28.9
through the flow:
| stage | setup WS [ns] | std cells | hold WS (ns) | instance area (um2) |
|---|---|---|---|---|
| 6_report | 21.06 | 11320 | 0.494 | 81600 |
| 5_1_grt | 20.65 | 11297 | 0.525 | 81600 |
| 4_1_cts | 21.31 | 11288 | 0.492 | 81500 |
| 3_5_place_dp | 21.31 | 11120 | 0.478 | 78400 |
| 3_3_place_gp | 21.52 | 11120 | 0.468 | 78400 |
| 2_1_floorplan | 8.15 | 9457 | 0.442 | 74000 |
